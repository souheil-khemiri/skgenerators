`flow/run.sh`:
```
#!/bin/bash
# OpenROAD 26Q1-2900-gdf79404cd8, Yosys 0.63+post, stock flow scripts
make -C /OpenROAD-flow-scripts/flow DESIGN_CONFIG=/design/flow/config.mk WORK_HOME=/design/flow/orfs finish
```
`flow/design.v`:
```
module counter
#(parameter xLen = 64)
(input  clk,
 input  start,
 input  reset,
 input  [xLen-1 : 0] init_val,
 input  init,
 input  return_current_count,
 output [xLen-1 : 0] current_count,
 output [xLen-1 : 0] debug_out,
 output count_valid,
 output count_valid_fsm
 );
reg [xLen-1 : 0] counter_reg;
reg [xLen-1 : 0] current_count_reg;
reg [xLen-1 : 0] init_val_reg;
reg return_current_count_reg;
reg init_reg;
reg start_reg;
reg count_valid_reg;
reg count_valid_fsm_reg;
reg[1:0] count_valid_timer;
reg[1:0] state, next_state;
parameter idle  = 2'b00;
parameter init_state  = 2'b01;
parameter count = 2'b10;
parameter current_count_state  = 2'b11;
reg cv_state, cv_next_state;
parameter c_not_valid = 1'b0;
parameter c_valid = 1'b1;
assign debug_out = counter_reg;
assign count_valid = count_valid_reg;
assign count_valid_fsm = count_valid_fsm_reg;
always @(posedge clk , posedge reset) begin
    if(reset) begin
        state <= idle;
        cv_state <= c_not_valid; 
    end
    else begin
        state <= next_state;
        cv_state <= cv_next_state;
    end
end
always @(*) begin
    case(state)
        idle                : if(start_reg) next_state = count;
                              else if(init_reg) next_state = init_state;
        count               : if(return_current_count_reg) next_state = current_count_state;
        current_count_state : next_state = count;
        init_state          : next_state = idle;
        default             : next_state = idle; 
    endcase
end
always @(*) begin
    case (cv_state)
        c_not_valid             : if (next_state == current_count_state) cv_next_state = c_valid; 
        c_valid                 : if (count_valid_timer == 3 )cv_next_state = c_not_valid;
        default                 : cv_next_state = c_not_valid;
    endcase 
end
always @(posedge clk) begin
    if(reset) begin
        counter_reg <= 0;
        current_count_reg <= 0;
        return_current_count_reg <= 0 ;
        init_reg <= 0;
        start_reg <=0;
        count_valid_fsm_reg <=0;
    end
    else if(state == idle) begin        
        if(init) begin 
            init_reg <= init;
            init_val_reg <= init_val;
        end
        else start_reg <= start;
    end
    else if (state == init_state) begin
        init_reg <= 0;
        counter_reg <= init_val_reg;
        current_count_reg <= init_val_reg;   
    end
    else if (state == current_count_state) begin
        current_count_reg <= counter_reg; 
        return_current_count_reg <=0;
        count_valid_fsm_reg <=1;
    end
    else if (state == count) begin
        start_reg <= 0;
        return_current_count_reg <= return_current_count;
        count_valid_fsm_reg <= 0;
        counter_reg <= counter_reg + 1;
    end
end
always @(posedge clk) begin
    if(reset) begin
        count_valid_reg <= 0;
        count_valid_timer <=0;
    end
    else if(cv_state == c_valid) begin
        count_valid_reg <= 1;
        count_valid_timer <= count_valid_timer + 1;
    end
    else if(cv_state == c_not_valid)begin
        count_valid_timer <= 0;
        count_valid_reg <= 0;
    end 
end
assign current_count = current_count_reg;
endmodule
```
`flow/constraint.sdc`:
```
current_design counter

set clk_period 9.8
set clk_io_pct 0.2

create_clock -name clk0 -period $clk_period [get_ports {clk}]

set non_clock_inputs [all_inputs -no_clocks]
set_input_delay [expr $clk_period * $clk_io_pct] -clock clk0 $non_clock_inputs
set_output_delay [expr $clk_period * $clk_io_pct] -clock clk0 [all_outputs]
```
`flow/config.mk`:
```
export PLATFORM = sky130hd
export DESIGN_NAME = counter
export DESIGN_NICKNAME = counter
export VERILOG_FILES = /design/flow/design.v
export SDC_FILE = /design/flow/constraint.sdc
export NUM_CORES = 4
export LEC_CHECK = 1
export CORE_UTILIZATION = 40
```
==> job_summary.md <==
## Implementation flow summary

| Metric | Value |
|---|---|
| Worst Path Buf+Inv | 1 |
| Dominant cell area share | 28.7% |
| Hpwl dp | between 15 and 20 mm |
| Late-Pin Clk Latency | between 500 and 600 ps |
| First-pass GRT wire length | 44.5 mm |
| Hold Buf Count CTS | 0 |
| Die H | 156 um |
| Top Layout Cells | 197 x clkdlybuf4s50_1, 135 x dfxtp_1, 126 x nor2_1 |
| Yosys warns | 1 |
| Num CTS Buffers | 23 |
| Register pins left without a clock | 3 |
| Worst setup SP type | flop |
| Avg WL per Cell | 18.9 um |
| WL met3 | around 2 mm |
| Pre-Place Util | 41.3% |
| Worst slew margin | 46.1% |
| VDD IR max | about 110 uV |
| Highest routed layer | met4 |
| Hold Path Class | reg2reg |
| Crit-path max FO | 10 |
| GRT overflow | 0 |
| Routed wire length | ~29 mm |
| Leak pwr | 4.14 nW |
| Yosys chip area | 9430 um^2 |
| Worst-path clk slew | 60 ps |
| Final hold vios | 0 |
| Die Area | 24200 um^2 |
| Vias | 8422 |
| Highest-delay cell along the critical path | dfxtp_1 |
| Gpl congestion | 0.934 |
| Status | complete, no violations |
| Core Footprint | between 20000 and 25000 um^2 |
| Ys flops | just over 200 |
| Tool warnings | 29 |
| Min Hold Slack | around 440 ps |
| N_diodes | 0 |
| Worst-Margin Slew | 808 ps |
| RSZ-0062 raised after global routing | no |
| Synth-to-Final Area Change | 31.6% |
| Synthesized area | ~9400 um^2 |
| Fin crit share | between 30% and 40% |
| Cells after Synth | 1023 |
| Final Slew Violations | 0 |
| I/O Pins | 199 |
| Post-route minimum period | 3600 ps |
| Die width | 156 um |
| Worst path arrival time | approximately 1600 ps |
| Crit-path cells | clkdlybuf4s50_1 |
| Top Family by Delay on Critical Path | flip-flops |
| Final-layout fill cell count | roughly 2100 |
| Setup TNS | 0 ps |
| MI comb area | 4350 um^2 |
| EDFF count, synth | 64 |
| Main synth FF type | dfxtp_1 |
| FP Rows | 55 |
| Worst setup EP type | primary output |
| Mean post-synth cell area | between 9 and 10 um^2 |
| Iter 0 DRT Violations | 572 |
| Post-route DRC | 0 |
| Pwr/cell area | ~150 nW/um^2 |
| Initial antenna violation count | 0 |
| CTS tree | yes |
| Vias per cell | 5.59 |
| Met2 WL | 12.3 mm |
| Setup Skew | 15.8 ps |
| R2R Setup Slk | around 6500 ps |
| Endpoints left unconstrained | 6 |
| Post-CTS setup buffer count | 0 |
| Power consumption | 1.91 mW |
| Fmax | 0.278 GHz |
| Largest net degree at the start of global routing | about 80 |
| Register Area | 4740 um^2 |
| H-tree Lvls | 1 |
| Post-synth top area cell | dfxtp_1 |
| Asr flop ratio synth | 1.46% |
| Antenna Nets Post-Route | 0 |
| WL met1 | around 14 mm |
| Drt pass-1 iters | 5 |
| Root Driver | clkbuf_16 |
| Yosys cell count | 1023 |
| Commonest Layout Cell | clkdlybuf4s50_1 |
| CP peak stage delay | 580 ps |
| Yosys cell types | roughly 59 |
| Layout cells sized above 1 | 5.53% |
| Number of global-route vias before repair | about 7800 |
| CP Class | reg2out |
| GRT Total Usage | between 20 and 25% |
| Max Cap Violations | 0 |
| Max Root-Sink Buffers | 3 |
| Top area cell types | dfxtp_1 29%, edfxtp_1 20%, nor2_1 5.1%, mux2i_1 4.8%, a211oi_1 4.3% |
| Crit path DRT | between 7000 and 8000 ps |
| Post_cts resized | 0 |
| PortBufs | between 150 and 200 |
| Setup violations, final | 0 |
-- final cells by class --
cell class | count | area share, %
timing repair buffer | 213 | 16.9
clock buffer | 30 | 5.09
inverter | 10 | 0.302
multi-input combinational | 723 | 35.0
tap | 313 | 3.16
clock inverter | 12 | 1.32
sequential | 205 | 38.2
-- worst register-to-register path: cells and delay by family, from the launching register on --
| kind | cells | cell delay (ps) |
|---|---|---|
| buffers and inverters | 3 | 1300 |
| adders and majority gates | 1 | 770 |
| DFF | 1 | 450 |
| and+or+nand+nor | 1 | 360 |
| AOI/OAI and AO/OA | 2 | 350 |
-- path summary, 6_finish.rpt --
kind / start / to / depth (start not counted)
min in group asynchronous: reset / cv_state / 2
worst max register to register: state[0] / counter_reg[48] / 7
worst min register to register: count_valid_timer[0] / count_valid_timer[0] / 1
max in group asynchronous: reset / state[0] / 2
worst min-delay path: count_valid_timer[0] / count_valid_timer[0] / 1
worst max-delay path: counter_reg[25] / debug_out[25] / 1
-- through the flow --
step | instance area (um^2) | utilization (%) | instances | setup slack (ps)
after floorplan | 9430 | - | 1023 | 4060
after global placement | 11600 | 50.8 | 1464 | 6360
after detailed placement | 11600 | 50.8 | 1464 | 6320
after CTS | 12400 | 54.3 | 1506 | 6190
after global routing | 12400 | 54.3 | 1506 | 6150
final | 12400 | 54.3 | 1506 | 6200
-- synth_stat cells (all sizes together), types with 20 or more instances --
cell type	count
mux2i	45
a21oi	73
and3	35
nor2b	20
nand3	34
edfxtp	64
dfxtp	135
nand4	25
nand2	83
clkbuf	73
a211oi	54
nor2	128
o21ai	51
-- logic make-up (layout without fill, tap and decap cells) --
group	after synthesis	after routing	share of synthesized area (%)
AND-OR/OR-AND	279	279	19.4
adder cells (fa/ha/maj)	7	7	0.929
buffers and inverters	95	265	3.90
flip-flops	202	202	49.8
latches	3	3	0.478
multiplexers	46	46	4.90
AND/OR/NAND/NOR	391	391	20.6
-- where the power goes --
group	switching [mW]	internal, mW	leakage, nW	total [mW]
clock	0.344	0.559	0.391	0.903
combinational	0.0377	0.0622	2.00	0.100
sequential	0.0206	0.883	1.75	0.904
-- metal layers --
| metal | up-vias | global-route usage [%] |
|---|---|---|
| li1 | 4152 | - |
| met1 | 3951 | 41.0 |
| met2 | 280 | 34.1 |
| met3 | 39 | 4.81 |
| met4 | 0 | 5.14 |
| met5 | - | 0 |
Power is estimated from default activity; no workload was simulated.
