`design/flow/design.v`:
```
module AdderPlus
#(
    parameter WIDTH = 32,
    parameter PLUS = 1
)
(
    input clk,
    input rst,
    input [WIDTH-1:0] a,
    input [WIDTH-1:0] b,
    input start,
    output reg valid,
    output reg [WIDTH-1:0] sum,
    output reg ready
);
reg [WIDTH-1:0] a_reg, b_reg;
reg data_ready_reg;
reg start_reg;
always @(posedge clk) begin
    start_reg <= start;
    if(rst) begin
        data_ready_reg <=1'b0;
        valid <= 1'b0;
        ready <=1'b1;
    end else begin
        valid <= 1'b0;
        if (start && ready) begin
            a_reg <= a;
            b_reg <= b;
            valid <= 1'b0;
            data_ready_reg <= 1'b1;
            ready <=1'b0;
        end
        else if(data_ready_reg)begin 
            sum <= a_reg + b_reg + PLUS;
            valid <= 1'b1;
            ready <= 1'b1;
            data_ready_reg <= 1'b0;
        end
    end
end
endmodule
```
`design/flow/run.sh`:
```
#!/bin/bash
# OpenROAD 26Q1-2900-gdf79404cd8, Yosys 0.63+post, stock flow scripts
make -C /OpenROAD-flow-scripts/flow DESIGN_CONFIG=/design/flow/config.mk WORK_HOME=/design/flow/orfs finish
```
`design/flow/config.mk`:
```
export PLATFORM = sky130hd
export DESIGN_NAME = AdderPlus
export DESIGN_NICKNAME = AdderPlus
export VERILOG_FILES = /design/flow/design.v
export SDC_FILE = /design/flow/constraint.sdc
export NUM_CORES = 4
export LEC_CHECK = 1
export CORE_UTILIZATION = 50
```
`design/flow/constraint.sdc`:
```
current_design AdderPlus

set clk_period 8.5
set clk_io_pct 0.2

create_clock -name clk0 -period $clk_period [get_ports {clk}]

set non_clock_inputs [all_inputs -no_clocks]
set_input_delay [expr $clk_period * $clk_io_pct] -clock clk0 $non_clock_inputs
set_output_delay [expr $clk_period * $clk_io_pct] -clock clk0 [all_outputs]
```
==> GITHUB_STEP_SUMMARY <==
### Yosys + OpenROAD results

| Metric | Value |
|---|---|
| Status | `completed` |
| Layout area overhead | `28.8%` |
| Slowest stage cell, crit path | `o31a_2` |
| Cell with the most instances after synthesis | `edfxtp_1` |
| Critical Path End Type | `flip-flop` |
| Antenna cells | `0` |
| Count of tool warnings | `26` |
| Init Core Util | `0.517` |
| RSZ-0062 raised after global routing | `no` |
| Leak | `2.32 nW` |
| Sink Count | `99` |
| DRT met1 WL | `4.01 mm` |
| Worst clock skew | `0.0187 ns` |
| Top cell family by delay on the critical path | `AND-OR/OR-AND gates` |
| Global-route wire length before repair | `13.8 mm` |
| Crit Path Max Fanout | `3` |
| Synthesized area per cell | `13.3 um^2` |
| Drt total wl | `8.42 mm` |
| Synth Seq Share | `0.616` |
| H-tree Lvls | `3` |
| Final min period | `3.06 ns` |
| FFs w/ async S/R, synth | `0` |
| Worst EP required | `8.60 ns` |
| Routed WL per cell | `14.0 um` |
| Fraction of layout cells with a size suffix above 1 | `0.0573` |
| Clock root buffer | `clkbuf_8` |
| FF/Latch Area | `0.00294 mm^2` |
| Fmax achieved | `327 MHz` |
| Final core occ | `0.667` |
| Clock latency (worst-skew pair) | `0.36 ns` |
| Routed wire length on met2 | `3.69 mm` |
| Syn Inst Count | `360` |
| Met3 routed WL | `654 um` |
| Initial antenna violation count | `0` |
| DR iter-0 viols | `81` |
| CP Data Arrival Time | `3.16 ns` |
| Least-Margin Pin Slew | `0.767 ns` |
| Total setup buffers inserted after CTS | `0` |
| Slew Limit Headroom | `0.489` |
| Number of enable flip-flop cells | `96` |
| Hold buffers post-CTS | `0` |
| Tcrit/Tclk final | `0.360` |
| Final setup viols | `0` |
| Max IR drop VDD | `0.0000945 V` |
| Max incr delay on CP | `0.41 ns` |
| Routability Congestion | `0.875` |
| Top post-synthesis cells by count | `edfxtp_1 (96), ha_1 (31), nand2_1 (31), a21oi_1 (25)` |
| DP HPWL | `6.18 mm` |
| Die W | `99.8 um` |
| Post-synth cell types | `52` |
| Core area | `0.00924 mm^2` |
| GRT Total Usage | `0.191` |
| Largest net degree at the start of global routing | `65` |
| Synth area leader | `edfxtp_1` |
| Filler Cells Inserted | `684` |
| Via density | `5.27` |
| TritonRoute pass-1 iters | `5` |
| Ys Warns | `1` |
| Final Hold Violating Endpoints | `0` |
| Resized cells post-CTS | `0` |
| GRT overflow | `0` |
| Total power | `1.05 mW` |
| Top routing layer in use | `met4` |
| Max-cap viol count | `0` |
| Via Count | `3,162` |
| Post-route ant nets | `0` |
| Most used cell, CP | `inv_1` |
| Clock slew at reported path FFs | `0.09 ns` |
| CTS tree | `built` |
| Synth top area cells | `edfxtp_1 (60%), ha_1 (8.1%), a21o_1 (3.3%)` |
| Pins Over Slew Limit | `0` |
| DRC viols | `0` |
| Startpoint Class | `flip-flop` |
| Input/output buffers | `100` |
| Vias in the first global route | `2,984` |
| Yosys cell count | `360` |
| Cell area after synthesis | `0.00478 mm^2` |
| Total die size | `0.00996 mm^2` |
| I/O Pins | `101` |
| Setup TNS | `0 ns` |
| Pwr dens | `171 mW/mm^2` |
| Min-delay worst type | `flip-flop to flip-flop` |
| Commonest flop | `edfxtp_1` |
| Bufs and invs on worst path | `2` |
| Top-area cell share | `0.603` |
| Comb area | `0.00179 mm^2` |
| Num rows | `35` |
| CP cell instances | `inv_1, ha_1, inv_1, fa_1, a21o_1, a221oi_4, a21boi_2, o31a_2, a31oi_4, o21ai_0, a211o_1` |
| CTS Buffer Depth | `2` |
| #FFs+latches synth | `99` |
| Yosys chip area | `0.00478 mm^2` |
| CP Class | `flip-flop to flip-flop` |
| Die height | `99.8 um` |
| Number of CTS-inserted buffers | `9` |
-- worst register-to-register path, cell delays in order, from the launching register on --
cell and delay, ns:
edfxtp_1 0.36, inv_1 0.06, ha_1 0.17, inv_1 0.06
fa_1 0.40, a21o_1 0.24, a221oi_4 0.30, a21boi_2 0.10
o31a_2 0.41, a31oi_4 0.21, o21ai_0 0.17, a211o_1 0.33
-- metal layers --
| layer | track usage | vias to the layer above |
|---|---|---|
| li1 | - | 1593 |
| met1 | 0.342 | 1450 |
| met2 | 0.272 | 114 |
| met3 | 0.0581 | 5 |
| met4 | 0.0124 | 0 |
| met5 | 0 | - |
-- cells by family after synthesis --
kind of cell / count (synthesis) / share of synthesized area
buffers and inverters: 15 / 0.0118
AOI/OAI and AO/OA: 99 / 0.149
muxes: 1 / 0.00209
and+or+nand+nor: 88 / 0.0885
DFF: 99 / 0.616
adders and majority gates: 32 / 0.0853
xor gates and xnor gates: 26 / 0.0476
-- final timing paths --
path | from | endpoint | cells past startpoint | slack (ns)
setup / recovery | a_reg[0]$_DFFE_PP_ | sum[30]$_DFFE_PP_ | 11 | 5.44
hold / removal | data_ready_reg$_SDFF_PP0_ | ready$_SDFFE_PP1P_ | 2 | 0.51
setup reg to reg | a_reg[0]$_DFFE_PP_ | sum[30]$_DFFE_PP_ | 11 | 5.44
hold reg to reg | data_ready_reg$_SDFF_PP0_ | ready$_SDFFE_PP1P_ | 2 | 0.51
-- layout make-up --
type,instances,share of cell area
Multi-Input combinational cell,246,0.290
Inverter,8,0.00488
Tap cell,129,0.0262
Timing Repair Buffer,102,0.165
Sequential cell,99,0.478
Clock buffer,12,0.0236
Clock inverter,4,0.0122
-- where the power goes --
| group | leakage, nW | internal [mW] | switching, mW |
|---|---|---|---|
| clock | 0.103 | 0.174 | 0.153 |
| combinational | 1.31 | 0.0825 | 0.0760 |
| sequential | 0.909 | 0.563 | 0.00583 |
| total | 2.32 | 0.819 | 0.235 |
-- cells in the final DEF, fill, tap and decap left out, types with 4 or more instances in the layout --
master             n
xnor2_1           15
ha_1              31
nand3_1            7
nand2_1           31
o21ai_0           15
a21oi_1           25
clkbuf_8          10
inv_1              8
edfxtp_1          96
nand4_1            4
a21o_1            21
a31oi_1            4
nor2b_1            5
o31ai_1            4
clkdlybuf4s50_1  100
nor2_1            20
xor2_1            11
-- metrics by stage --
| stage | hold slack, ns | worst slack, ns | instance area, um^2 | cells |
|---|---|---|---|---|
| 2_1_floorplan | 0.456 | 3.54 | 4780 | 360 |
| 3_3_place_gp | 0.479 | 5.12 | 5940 | 584 |
| 3_5_place_dp | 0.484 | 5.07 | 5940 | 584 |
| 4_1_cts | 0.513 | 5.43 | 6160 | 600 |
| 5_1_grt | 0.550 | 5.28 | 6160 | 600 |
| 6_report | 0.507 | 5.44 | 6160 | 600 |
No activity file was given, so power comes from the tool's default toggle rates.
